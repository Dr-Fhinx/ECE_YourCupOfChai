[flow/config.mk]
export PLATFORM = sky130hd
export DESIGN_NAME = uart_data
export DESIGN_NICKNAME = uart_data
export VERILOG_FILES = /design/flow/design.v
export SDC_FILE = /design/flow/constraint.sdc
export NUM_CORES = 4
export LEC_CHECK = 1
export CORE_UTILIZATION = 40
[flow/constraint.sdc]
current_design uart_data

set clk_period 2.9
set clk_io_pct 0.2

create_clock -name clk0 -period $clk_period [get_ports {clock}]

set non_clock_inputs [all_inputs -no_clocks]
set_input_delay [expr $clk_period * $clk_io_pct] -clock clk0 $non_clock_inputs
set_output_delay [expr $clk_period * $clk_io_pct] -clock clk0 [all_outputs]
[flow/design.v]
module uart_data(
input hps_uart_rx,
input clock,
output reg [7:0]data_out,
output reg invalid,valid
);
reg hps_uart_rx_reg;
reg [15:0]counter;
reg [4:0]increment;
reg [1:0]STATE;
parameter START = 2'b00,
			 WORK = 2'b01,
			 DONE = 2'b10;
always@(posedge clock)
begin
	hps_uart_rx_reg<=hps_uart_rx;
	case(STATE)
		START: begin
            counter <= 0;
            increment <= 0;
            if(hps_uart_rx_reg == 1 && hps_uart_rx == 0) begin
                STATE <= WORK;
                invalid <= 0;
            end
				else invalid <= 1;
        end
		WORK:begin
					valid <= 0;
					if(increment<=8)
						begin
						if(counter<=868)
						begin
							if(counter==434)
							begin
								data_out[increment-1]<=hps_uart_rx;
							end
						counter<=counter+1;
						end
						else
							begin
								increment <=increment+1;
								counter<=0;
						end
					end
					else
					begin
						if({hps_uart_rx_reg,hps_uart_rx} == 2'b11 || {hps_uart_rx_reg,hps_uart_rx} == 2'b01) STATE<=DONE;
						else invalid<=1;
					end
			  end
		DONE:begin
					valid<=1;
					STATE<=START;
					increment<=0;
			  end
		default: begin STATE<=START; counter<=0; increment<=0;end
	endcase
end
endmodule	 
[flow/run.sh]
#!/bin/bash
# OpenROAD 26Q1-2900-gdf79404cd8, Yosys 0.63+post, stock flow scripts
make -C /OpenROAD-flow-scripts/flow DESIGN_CONFIG=/design/flow/config.mk WORK_HOME=/design/flow/orfs finish
==> impl_metrics.xml <==
<?xml version="1.0" encoding="UTF-8"?>
<metrics>
  <group name="global_routing">
    <metric name="overflow" unit="">0</metric>
    <metric name="grt_start_max_net_pins" unit="">17</metric>
    <metric name="vias_in_the_first_global_route" unit="">1445</metric>
    <metric name="grt.met1_usage" unit="%">25.9</metric>
    <metric name="grt-busiest-layer" unit="">met1</metric>
    <metric name="grt_usage" unit="%">16.2</metric>
    <metric name="antenna_violations_before_repair" unit="">0</metric>
    <metric name="met2_usage" unit="%">25.5</metric>
    <metric name="grt_first_pass_wirelength" unit="mm">6.51</metric>
    <metric name="global_route.usage.met3" unit="%">2.88</metric>
  </group>
  <group name="logic_synthesis">
    <metric name="synth-edff-count" unit="">28</metric>
    <metric name="yosys.cell_types.count" unit="">46</metric>
    <metric name="synth.area.mux_share" unit="%">5.26</metric>
    <metric name="synthesis.area_per_instance" unit="um^2">10.6</metric>
    <metric name="synth_seq_share" unit="%">45.9</metric>
    <metric name="ys_chip_area" unit="um^2">2090</metric>
    <metric name="yosys.area_share.adder" unit="%">11.4</metric>
    <metric name="synthSimpleGateAreaFrac" unit="%">22.2</metric>
    <metric name="yosys.area_share.aoi" unit="%">5.56</metric>
    <metric name="syn_area" unit="um^2">2090</metric>
    <metric name="syn_inst" unit="">197</metric>
    <metric name="synth_top_flop_cell" unit="">sky130_fd_sc_hd__edfxtp_1</metric>
    <metric name="synth.yosys.num_cells" unit="">197</metric>
    <metric name="synth_flop_count" unit="">34</metric>
    <metric name="xor_area_share" unit="%">5.74</metric>
    <metric name="async_flop_share" unit="%">0</metric>
    <metric name="yosysWarningCount" unit="">1</metric>
    <metric name="synth.logic.top_family" unit="">simple AND/OR/NAND/NOR gates</metric>
  </group>
  <group name="timing">
    <metric name="fin_crit" unit="ns">2.90</metric>
    <metric name="period_used_share" unit="%">100</metric>
    <metric name="report.final.hold_viol_count" unit="">0</metric>
    <metric name="setup_viol" unit="">1</metric>
    <metric name="report.final.slew_viol_count" unit="">0</metric>
    <metric name="timing.setup.tns" unit="ns">-0.000914</metric>
    <metric name="fmaxAchievable" unit="GHz">0.345</metric>
    <metric name="worst_hold_slack" unit="ns">0.564</metric>
    <metric name="rsz0062_at_grt" unit="">yes</metric>
    <metric name="fin_worst_skew" unit="ns">0.00645</metric>
    <metric name="final_critical_path_setup_slack" unit="ns">-0.000914</metric>
  </group>
  <group name="critical_path">
    <metric name="cp-start-kind" unit="">flip-flop</metric>
    <metric name="crit_start" unit="">increment[1]</metric>
    <metric name="crit_path_max_fanout" unit="">7</metric>
    <metric name="crit-reg2reg-capture" unit="">data_out[2]</metric>
    <metric name="required" unit="ns">2.93</metric>
    <metric name="rr_worst_depth" unit="">12</metric>
    <metric name="timing.critical_path.slowest_stage_cell" unit="">sky130_fd_sc_hd__dfxtp_4</metric>
    <metric name="worst-r2r-setup-slack" unit="ns">-0.0009</metric>
    <metric name="critical_path_class" unit="">flip-flop to flip-flop</metric>
    <metric name="critical-path-max-stage-delay" unit="ns">0.37</metric>
    <metric name="crit_arrival" unit="ns">2.93</metric>
    <metric name="crit_path_frequent_cell" unit="">sky130_fd_sc_hd__ha_4</metric>
    <metric name="endpoint" unit="">data_out[2]</metric>
    <metric name="timing.critical_path.cells" unit="">inv_4, ha_4, nand2_2, a2bb2oi_2, or3_1, ha_4, nor4b_2, nand4b_1, nor2_2, o21ai_4, nor4_4, mux2_4</metric>
    <metric name="worstSetupEndpointType" unit="">flip-flop</metric>
    <metric name="rr_startpoint" unit="">increment[1]</metric>
  </group>
  <group name="drt">
    <metric name="drtIter0Drc" unit="">74</metric>
    <metric name="avgViaCountPerCell" unit="">5.07</metric>
    <metric name="dr_total_vias" unit="">1521</metric>
    <metric name="route.antenna.diode_count" unit="">0</metric>
    <metric name="routed_wirelength" unit="mm">3.93</metric>
    <metric name="post_drt_wl_per_cell" unit="um">13.1</metric>
    <metric name="ant_nets" unit="">0</metric>
    <metric name="detail_route.drc_violations" unit="">0</metric>
    <metric name="detail_route.first_pass.iterations" unit="">4</metric>
  </group>
  <group name="final_layout">
    <metric name="largest_reg_flops" unit="">16</metric>
    <metric name="max_flop_register" unit="">counter</metric>
    <metric name="logic_area" unit="um^2">1240</metric>
    <metric name="leading_cell_types_in_the_layout_fill_and_taps_excluded" unit="">28 x sky130_fd_sc_hd__edfxtp_1, 20 x sky130_fd_sc_hd__nor2_1, 19 x sky130_fd_sc_hd__buf_4</metric>
    <metric name="post_route_cells_drive_above_1_share" unit="%">26.2</metric>
    <metric name="postLayoutCellArea" unit="um^2">2710</metric>
    <metric name="largest_registers" unit="">counter: 16 flops, data_out: 8 flops, increment: 5 flops</metric>
    <metric name="fill_count" unit="">410</metric>
    <metric name="regArea" unit="um^2">968</metric>
    <metric name="syn_to_final_growth" unit="%">29.6</metric>
    <metric name="layout_top_cell_excl_fill_tap" unit="">sky130_fd_sc_hd__edfxtp_1</metric>
  </group>
  <group name="floorplanning">
    <metric name="fp-utilization" unit="%">42.9</metric>
    <metric name="die_y" unit="um">74.3</metric>
    <metric name="die_x" unit="um">74.3</metric>
    <metric name="dieArea" unit="um^2">5520</metric>
    <metric name="coreArea" unit="um^2">4880</metric>
    <metric name="floorplan.io_pins" unit="">12</metric>
    <metric name="rows" unit="">25</metric>
  </group>
  <group name="clock_tree">
    <metric name="clock-sinks" unit="">34</metric>
    <metric name="cts_made_buffers" unit="">5</metric>
    <metric name="cts_tree" unit="">built</metric>
    <metric name="clk_tree_root_cell" unit="">sky130_fd_sc_hd__clkbuf_8</metric>
    <metric name="worst_skew_pair.late_latency" unit="ns">0.28</metric>
    <metric name="htree_num_levels" unit="">2</metric>
    <metric name="clock_path_buffers" unit="">2</metric>
    <metric name="cts.hold.buffers_added" unit="">0</metric>
    <metric name="clk_transition_reported_paths" unit="ns">0.07</metric>
  </group>
  <group name="status">
    <metric name="failed_checks" unit="">setup timing</metric>
    <metric name="status" unit="">complete, but fails checks</metric>
  </group>
  <group name="pwr">
    <metric name="leakagePower" unit="uW">0.000962</metric>
    <metric name="power.density_cell_area" unit="nW/um^2">862</metric>
    <metric name="power.total" unit="uW">2340</metric>
    <metric name="ir_worst_vdd" unit="V">0.000672</metric>
  </group>
  <group name="place">
    <metric name="placedInstanceArea" unit="um^2">2440</metric>
    <metric name="final_estimated_routing_congestion_in_global_placement" unit="">0.909</metric>
    <metric name="dp.final_hpwl" unit="mm">2.79</metric>
    <metric name="io_buffer_count" unit="">11</metric>
    <metric name="place_worst_setup_slack" unit="ns">-0.132</metric>
  </group>
  <group name="flow_run">
    <metric name="cap_violations" unit="">0</metric>
    <metric name="warnings" unit="">37</metric>
  </group>
  <group name="min_path">
    <metric name="min_path_type" unit="">flip-flop to flip-flop</metric>
  </group>
</metrics>
-- cell usage after synthesis (2+ instances only) --
cell / n / area (um^2)
sky130_fd_sc_hd__mux2i_1: 2 / 20.0
sky130_fd_sc_hd__nor2_1: 22 / 82.6
sky130_fd_sc_hd__mux2_1: 7 / 78.8
sky130_fd_sc_hd__a21oi_1: 3 / 15.0
sky130_fd_sc_hd__xor2_1: 3 / 26.3
sky130_fd_sc_hd__dfxtp_1: 6 / 120
sky130_fd_sc_hd__clkbuf_1: 6 / 22.5
sky130_fd_sc_hd__nand4b_1: 2 / 17.5
sky130_fd_sc_hd__nor3_1: 5 / 25.0
sky130_fd_sc_hd__nor4_1: 6 / 37.5
sky130_fd_sc_hd__nor4bb_1: 2 / 20.0
sky130_fd_sc_hd__ha_1: 19 / 238
sky130_fd_sc_hd__and2_1: 3 / 18.8
sky130_fd_sc_hd__a31oi_1: 4 / 25.0
sky130_fd_sc_hd__nand3_1: 4 / 20.0
sky130_fd_sc_hd__nand2b_1: 5 / 31.3
sky130_fd_sc_hd__xnor2_2: 2 / 32.5
sky130_fd_sc_hd__inv_1: 11 / 41.3
sky130_fd_sc_hd__or3_1: 3 / 18.8
sky130_fd_sc_hd__nand4_1: 10 / 62.6
sky130_fd_sc_hd__edfxtp_1: 28 / 841
sky130_fd_sc_hd__nand2_1: 13 / 48.8
sky130_fd_sc_hd__nor2b_1: 2 / 12.5
sky130_fd_sc_hd__xnor2_1: 7 / 61.3
-- metrics by stage --
stage	cells	util [%]
2_1_floorplan	202	-
3_3_place_gp	290	49.9
3_5_place_dp	290	49.9
4_1_cts	300	53.3
5_1_grt	300	55.6
6_report	300	55.6
-- worst min-delay path by stage --
stage,startpoint,endpoint,slack [ns],cells after the start
6_report,data_out[1],data_out[1],0.56,1
5_1_grt,data_out[7],data_out[7],0.59,1
4_1_cts,data_out[1],data_out[1],0.57,1
-- critical path: cells and delay by family, from the launching register on --
family                     cells  cell delay [ns]
and+or+nand+nor                6             1.22
adders and majority gates      2             0.39
DFF                            1             0.37
muxes                          1             0.32
AOI/OAI and AO/OA              2             0.28
buffers and inverters          1             0.07
-- area by class of cell --
cell class / count / area share [%]
multi-input combinational: 149 / 45.9
clock inverter: 3 / 1.48
timing repair buffer: 30 / 9.32
clock buffer: 5 / 2.54
inverter: 12 / 1.94
tap: 67 / 3.09
sequential: 34 / 35.7
-- cells by family after synthesis --
group | Yosys count
other | 1
and+or+nand+nor | 85
AOI/OAI and AO/OA | 17
muxes | 10
xor gates and xnor gates | 12
buffers and inverters | 19
adders and majority gates | 19
DFF | 34
-- power breakdown --
group | leakage [uW] | internal (uW) | switching, uW
clock network | 0.0000579 | 253 | 165
logic | 0.000593 | 509 | 603
registers | 0.000311 | 696 | 112
total | 0.000962 | 1460 | 880
-- per-layer routing --
metal | vias to the layer above | wire length, um
li1 | 774 | -
met1 | 730 | 1930
met5 | - | 0
met4 | 0 | 27
met3 | 2 | 94
met2 | 15 | 1870
-- what timing repair did --
item	in CTS	in global routing
setup endpoints to repair	7	7
buffers inserted	2	0
resized	11	17
cloned	0	0
pin swaps	4	5
Power is estimated from default activity; no workload was simulated.
