==> flow/design.v <==
module uart_tx (
    input  clk,         
    input  [7:0] tx_byte,
    input  tx_en,
    output reg  tx_line, 
    output reg  tx_busy  
);
    parameter CLKS_PER_BIT = 868;  
    reg [2:0]  state;
    reg [15:0] clock_count;
    reg [2:0]  bit_index;
    reg [7:0]  tx_data;
    parameter IDLE  = 3'b000,
              START = 3'b001,
              DATA  = 3'b010,
              STOP  = 3'b011;
    initial begin
        tx_line <= 1'b1;  
        tx_busy <= 1'b0;
       state = IDLE;
    end
    always @(posedge clk) begin
        case (state)
            IDLE : begin
                tx_busy<=0;
                tx_line <= 1'b1;
                clock_count <= 0;
                bit_index   <= 0;
                if (tx_en) begin
                    tx_data <= tx_byte;
                    tx_busy <= 1'b1;
                    state   <= START;
                end else begin
                    tx_busy <= 1'b0;
                end
            end
            START : begin
                tx_line <= 1'b0;  
                if (clock_count < CLKS_PER_BIT-1) begin
                    clock_count <= clock_count + 1'b1;
                end else begin
                    clock_count <= 0;
                    state       <= DATA;
                end
            end
            DATA : begin
                tx_line <= tx_data[bit_index];  
                if (clock_count < CLKS_PER_BIT-1) begin
                    clock_count <= clock_count + 1'b1;
                end else begin
                    clock_count <= 0;
                    if (bit_index < 7) begin
                        bit_index <= bit_index + 1'b1;
                    end else begin
                    clock_count<=0;
                        state <= STOP;
                    end
                end
            end
            STOP : begin
            tx_data<=7'bxxxxxxxx;
                tx_line <= 1'b1;  
                if (clock_count < CLKS_PER_BIT-1) begin
                    clock_count <= clock_count + 1'b1;
                end else begin
                    clock_count<=0;
                    state <= IDLE;
                end
            end
        endcase
    end
endmodule
==> flow/run.sh <==
#!/bin/bash
# OpenROAD 26Q1-2900-gdf79404cd8, Yosys 0.63+post, stock flow scripts
make -C /OpenROAD-flow-scripts/flow DESIGN_CONFIG=/design/flow/config.mk WORK_HOME=/design/flow/orfs finish
==> flow/config.mk <==
export PLATFORM = sky130hd
export DESIGN_NAME = uart_tx
export DESIGN_NICKNAME = uart_tx
export VERILOG_FILES = /design/flow/design.v
export SDC_FILE = /design/flow/constraint.sdc
export NUM_CORES = 4
export LEC_CHECK = 1
export CORE_AREA = 10 10 109 109
export DIE_AREA = 0 0 119 119
==> flow/constraint.sdc <==
current_design uart_tx

set clk_period 2.3
set clk_io_pct 0.2

create_clock -name clk0 -period $clk_period [get_ports {clk}]

set non_clock_inputs [all_inputs -no_clocks]
set_input_delay [expr $clk_period * $clk_io_pct] -clock clk0 $non_clock_inputs
set_output_delay [expr $clk_period * $clk_io_pct] -clock clk0 [all_outputs]
==> flow_summary.ini <==
; physical design summary
[place]
pre_cts_slack_ns = 0.572
place_area_um2 = 1770
dp_cells = 268
io_buffer_count = 11
gp_congestion = 0.816
place_hpwl_um = 1630

[route]
ant_nets = 0
drc = 0
wl_per_cell_um = 7.61
antenna_cells = 0
vias = 842
firstDrtPassIters = 4
routed_via_density = 3.05
drtIter0Drc = 12
routed_wl_um = 2100

[critical_path]
critPathSlowestCell = a311o_1
r2r_cells = 5
cpLargestDelayFamily = AND-OR/OR-AND gates
crit_chain = ha_1, nor4_1, o21bai_1, a311o_1, nor2_1
crit_fanout = 9
r2r-start = clock_count[0]
critical_path_arrival_ns = 1.86
cpPeakStageDelay_ns = 0.48
r2r-end = clock_count[4]
worstSetupPathType = reg2reg
r2r_slack_ns = 0.58
crit_path_start_kind = flip-flop
critPathBufInv = 0
endpoint_kind = flip-flop
worstPathRequired_ns = 2.43

[synth]
ys_seq_elements = 31
netlist_area_um2 = 1430
edf_count = 31
yosysWarnings = 1
async_reset_ff_share_pct = 0
common_cells = edfxtp_1, nor2_1, nor2b_1, ha_1, nand3_1
yosys_cells = 105
ys_types = 29
yosysTopAreaCell = edfxtp_1
synth-main-ff-cell = edfxtp_1
top_area_share_pct = 65.1
topCellsByArea = edfxtp_1, ha_1, nor2b_1
yosys-stat-area_um2 = 1430
synth_cells = 105
syn_area_per_cell_um2 = 13.6
postSynthSeqShare_pct = 65.1
top_cell = edfxtp_1

[cts]
path_clk_slew_ns = 0.06
root_buffer = clkbuf_8
cts_setup_buffers = 0
cts_tree = built
post_cts_resized = 0
cts_max_level = 2
numClockSinks = 31
clock_latency_ns = 0.28
ctsHoldBuffers = 0
cts_buffers = 5
cts_max_path_buffers = 2

[grt]
antenna_found_initial = 0
grt_pass1_vias = 822
grt_usage_pct = 3.03
grt_pass1_wl_um = 3650
grt-ovfl-total = 0
grt_max_degree = 11

[timing]
grt_setup_unrepaired = no
clock.fmax_mhz = 580
hold_viol = 0
drv_slew = 0
finalCriticalPeriod_ns = 1.72
worst_clock_skew_ns = 0.00715
setup_ws_ns = 0.575
setup_viol_count_final = 0
finalCritPeriodShare_pct = 75.0
whs_ns = 0.591
fin_tns_setup_ns = 0

[min_path]
worstHoldStart = clock_count[0]
min_path_type = reg2reg
hold_end = clock_count[0]
hold_depth = 1

[finish]
logic_area_um2 = 552
nFillCells = 1058
final_cell_area_um2 = 1850
ff_latch_area_um2 = 931
layout-area-overhead-vs-synth_pct = 29.4
layout-drive-gt1-share_pct = 5.59
final_cell_count_no_fill = 276

[floorplan]
rows = 36
initCoreUtil_pct = 14.8
pin_count = 12
die_w_um = 119
coreArea_um2 = 9640
chipArea_um2 = 14200
die_h_um = 119

[power]
power_density_nw_per_um2 = 944
vdd_ir_drop_max_mv = 0.265
p_leak_nw = 0.659

[outcome]
status = finished clean

[job]
warning_count = 28
drv_cap = 0
## cell families after synthesis
kind of cell    after synthesis  share of synthesized area [%]
buf+inv                       5                           1.84
flops                        31                           65.1
compound gates                9                           4.20
other cells                   2                          0.525
fa+ha+maj                     6                           5.25
xor+xnor                      8                           4.90
simple gates                 40                           14.4
mux                           4                           3.76
## cell type report
cell class | count | share of cell area (%)
clock inverter | 2 | 0.406
clock buffer | 6 | 3.92
tap | 133 | 8.99
inverter | 3 | 0.609
sequential | 31 | 50.3
multi-input combinational | 90 | 29.8
timing repair buffer | 11 | 5.95
## worst max-delay path by stage
stage,cells after the start,startpoint,slack [ns],endpoint
finish,5,clock_count[0],0.58,clock_count[4]
global route,5,clock_count[0],0.42,clock_count[5]
CTS,5,clock_count[0],0.55,clock_count[4]
## registers in the layout, summed over array words and instances (netlist names)
name	flops
clock_count	16
tx_data	8
bit_index	3
state	2
tx_busy	1
tx_line	1
## per-stage QoR
step | util [%] | power (mW)
after global routing | 19.2 | 1.87
after floorplan | - | 1.24
after CTS | 19.2 | 1.78
after detailed placement | 18.4 | 1.38
after global placement | 18.4 | 1.38
final | 19.2 | 1.75
## cells in the final DEF, fill, tap and decap left out, drive strengths merged, types with 3 or more instances in the layout
master         netlist  routed
xnor2                4       4
and3                 3       3
nand3                5       5
inv                  3       3
nand2                4       4
nor2b                9       9
xor2                 4       4
edfxtp              31      31
clkdlybuf4s50        0      11
nor2                11      11
clkbuf               1       6
conb                 2      23
ha                   6       6
## metal layers
metal	routed length, um	GRT usage, %	vias up
met4	83	0.992	0
met5	0	0	-
li1	-	-	431
met2	911	4.67	21
met1	952	3.89	382
met3	152	1.10	8
## power breakdown
group | internal [mW] | switching, mW | total, mW | leakage (nW)
sequential | 0.842 | 0.0868 | 0.929 | 0.309
clock | 0.206 | 0.180 | 0.386 | 0.0403
combinational | 0.210 | 0.221 | 0.431 | 0.310
Power figures rest on the tool's default switching activity, not on a simulated workload.
