**flow/run.sh**
```bash
#!/bin/bash
# OpenROAD 26Q1-2900-gdf79404cd8, Yosys 0.63+post, stock flow scripts
make -C /OpenROAD-flow-scripts/flow DESIGN_CONFIG=/design/flow/config.mk WORK_HOME=/design/flow/orfs finish
```
**flow/design.v**
```verilog
module parser(
input clock,
input [7:0]data_in,
input data_in_valid,
output reg [7:0]real_data_out,
output reg real_data_out_valid
);
reg [47:0]dest_mac_add =  48'h112233445566,src_mac_add = 48'hAABBCCDDEEFF, dest_mac_reg, src_mac_reg;
reg [15:0] type_field_reg;
reg [2:0]STATE;
reg [4:0]counter;
reg dest_mac_valid,src_mac_valid,type_field_valid;
parameter	IDLE = 3'b000,
				CHCK_SFD = 3'b001,
				CHCK_DEST_MAC = 3'b010,
				CHCK_SRC_MAC = 3'b011,
				CHCK_TYPE_FIELD = 3'b100,
				CHCK_IP_HEADER = 3'b101,
				CHCK_UDP_HEADER = 3'b110,
				CHCK_PAYLOAD = 3'b111;
always@(posedge clock)
begin
	if(data_in_valid)
	begin
		case(STATE)
			IDLE	:	begin
			                 dest_mac_valid<=0;
			                 src_mac_valid<=0;
			                 type_field_valid<=0;
							real_data_out_valid <=0;
							counter<=0;
							STATE<=CHCK_SFD;
						end
			CHCK_SFD	:	begin
								if(data_in == 8'hd5)
								begin
									STATE<=CHCK_DEST_MAC;
								end
							end
			CHCK_DEST_MAC : begin
									dest_mac_reg[(5-counter)*8 +: 8] <= data_in;
									if (counter < 5) 
									begin
										counter <= counter + 1'b1;
									end 
									else 
									begin
										counter <= 0;
										if ({data_in, dest_mac_reg[39:0]} == src_mac_add) 
										begin
											dest_mac_valid<=1;
											STATE <= CHCK_SRC_MAC;
										end
										else 
										begin
											dest_mac_valid<=0;
											STATE <= IDLE;
										end
									end
								end
			CHCK_SRC_MAC : begin
									if(dest_mac_valid)
									begin
									src_mac_reg[(5-counter)*8 +: 8] <= data_in;
									if (counter < 5) 
									begin
										counter <= counter + 1'b1;
									end 
									else 
									begin
										counter <= 0;
										if ({data_in, src_mac_reg[39:0]} == dest_mac_add) 
										begin
											src_mac_valid<=1;
											STATE <= CHCK_TYPE_FIELD;
										end
										else 
										begin
											src_mac_valid<=0;
											STATE <= IDLE;
										end
									end
									end
								end
            CHCK_TYPE_FIELD: begin
                               if(src_mac_valid) begin
                               type_field_reg[counter*8 +: 8] <= data_in;
                                 counter <= counter + 1;
                                  if(counter == 1) begin   
                                      if(type_field_reg == 16'h0800) begin
                                      counter <= 0;
                                         type_field_valid <= 1;
                                         STATE <= CHCK_IP_HEADER;
                                         end else begin
                                               counter <= 0;
                                            type_field_valid <= 0;
                                           STATE <= IDLE;  
                                         end
                                         end
                                          end
                               end
			CHCK_IP_HEADER	:	begin
										if(type_field_valid == 1)
										begin
											if(counter<19)
											begin
												counter <= counter+1;
											end
											else
											begin
												counter<=0;
												STATE<=CHCK_UDP_HEADER;
											end
										end
									end
			CHCK_UDP_HEADER	:	begin
										if(counter<7)
										begin
											counter <= counter+1;
										end
										else
										begin
											counter<=0;
											STATE<=CHCK_PAYLOAD;
										end
									end
            CHCK_PAYLOAD :      begin
                                    if (data_in_valid) 
                                    begin
                                        real_data_out <= data_in;
                                        real_data_out_valid <= 1;
                                    end
                                    else 
                                    begin
                                        real_data_out_valid <= 0;
                                        STATE <= IDLE;
                                    end
                                end
			default	:	begin counter<=0; real_data_out_valid<=0;type_field_valid<=0;src_mac_valid<=0;dest_mac_valid<=0; end
		endcase
	end
end
endmodule			
```
**flow/config.mk**
```make
export PLATFORM = sky130hd
export DESIGN_NAME = parser
export DESIGN_NICKNAME = parser
export VERILOG_FILES = /design/flow/design.v
export SDC_FILE = /design/flow/constraint.sdc
export NUM_CORES = 4
export LEC_CHECK = 1
export CORE_UTILIZATION = 30
```
**flow/constraint.sdc**
```tcl
current_design parser

set clk_period 11.3
set clk_io_pct 0.2

create_clock -name clk0 -period $clk_period [get_ports {clock}]

set non_clock_inputs [all_inputs -no_clocks]
set_input_delay [expr $clk_period * $clk_io_pct] -clock clk0 $non_clock_inputs
set_output_delay [expr $clk_period * $clk_io_pct] -clock clk0 [all_outputs]
```
==> notes.md <==
run results: outcome=finished clean, die width=146 µm, setup tns final=0 ns, reg2reg start=counter[2], crit end category=flip-flop, R2R Path End=src_mac_reg[9], register area=3550 µm², startpoint types=input port, placed instance area=6650 µm², ANT cells=0, Yosys Chip Area=6210 µm², Seq pwr share=47.1%, Synth Seq Share=57.2%, Reg2Reg Depth=10, Synth top cells by count=edfxtp_1, mux2_2, nand2_1, ha_1, mux2_1, sw frac=20.8%, I/O pin cnt=19, Yosys cell types=56, number of synthesized register bits=121, Synth area leader=edfxtp_1, iteration tally of the first detailed-router pass=4, total congestion overflow=0, Port-buffer cells=18, Psw=0.232 mW, Vias/cell=5.09, clock-pin slew on the worst setup and hold paths=0.05 ns, tool warnings=32, DR vias=3774, Peak VDD IR=0.0974 mV, largest net degree at the start of global routing=41, CP Max Fanout=40, floorplan utilization=30.7%, hold path cells=2, die span in y=146 µm, CTS root buf=clkbuf_16, R2R Setup Slk=7.38 ns, CTS tree=yes, die footprint=21300 µm², global-route wire length before repair=20700 µm, cts bufs inserted=17, Area leader share=54.6%, Pwr Density=154 nW/µm², gp weighted congestion=0.881, share of post-route cells with drive strength above 1=29.9%, flip-flops with a built-in enable=113, Logic pwr share=4.4%, minimum clock period=4.05 ns, total track usage=13.0%, Bufs on Longest Clock Path=2, comb. cell area=2490 µm², drt drc=0, Final Slew Violations=0, antenna viol nets, final=0, Post-Syn Instances=436, initial antenna violation count=0, most common cell in the synthesized netlist=edfxtp_1, min-delay worst type=flip-flop to flip-flop, clock sinks=121, max_cap viols=0, period utilization=35.8%, filler cell count=1885, DR iter-0 viols=306, Late-Pin Clk Latency=0.41 ns, Setup CP Type=input port to flip-flop, WL final=12800 µm, number of global-route vias before repair=3826, Routed WL per cell=17.3 µm, Crit. Startpoint=data_in_valid, Commonest flop=edfxtp_1, Post-CTS Hold Fix Bufs=0, Worst Tran Pin Value=0.675 ns, synth warn=1, Hold Violations, Final=0, clock network fraction of total power=48.5%, syn_area_per_cell=14.2 µm², RSZ-0062 raised after global routing=no, FP Rows=52, FFs w/ async S/R, synth=0%, crit path DRT=11.34 ns, DP HPWL=8300 µm, static leakage=2.41 nW, Critical Path End=src_mac_reg[28], Max Freq=0.247 GHz, Top area cell types=edfxtp_1, mux2_2, ha_1, final setup fails=0, core area=20200 µm², critical path arrival=4.08 ns, area delta synth->final=16.9%, Setup Buffers After CTS=0, Slew HR=54.6%, worst clock skew=0.0149 ns, Resized Gates After CTS=0, synthesized cell area=6210 µm², H-tree depth=4, # Cells Yosys=436, Int Power=0.884 mW, Final Cell Area=7260 µm²
metrics by stage:
step	std cells	setup WS [ns]	hold WS, ns	util (%)	power [mW]
6_report	741	7.25	0.488	35.9	1.12
4_1_cts	741	7.28	0.482	35.9	1.12
5_1_grt	741	6.99	0.525	35.9	1.15
2_1_floorplan	436	4.52	0.442	-	0.564
3_3_place_gp	709	6.92	0.483	32.9	0.581
3_5_place_dp	709	6.87	0.473	32.9	0.583
critical path, stage by stage:
cell and delay (ns):
clkdlybuf4s50_1 0.79, nand3b_1 0.27, nor4_2 0.26, buf_4 0.49
cell usage in the layout (no fill, tap or decap), drive strengths merged, types with 3 or more instances in the layout:
cell type | Yosys | layout
edfxtp | 113 | 113
nand4 | 12 | 12
ha | 16 | 16
buf | 10 | 7
nor4bb | 8 | 8
clkinv | 0 | 7
bufinv | 0 | 3
nor3 | 11 | 11
nor2 | 10 | 10
clkinvlp | 0 | 4
clkdlybuf4s50 | 0 | 18
and2 | 14 | 14
nor4 | 12 | 12
nand4b | 7 | 7
mux2 | 96 | 96
nand3 | 14 | 14
nor3b | 3 | 3
dfxtp | 8 | 8
nand2b | 4 | 4
nand2 | 20 | 20
xor2 | 3 | 3
a21oi | 4 | 4
o21ai | 5 | 5
clkbuf | 12 | 17
xnor2 | 5 | 5
inv | 10 | 11
nor4b | 8 | 8
per-layer routing:
metal	track usage, %	share of wire (%)	vias to the layer above
met4	1.26	0.45	0
li1	-	-	1757
met1	18.9	44	1876
met5	0	0	-
met2	19.0	46	134
met3	6.37	9.6	7
power groups by stage:
stage / clock network, mW / logic [mW] / registers (mW)
finish: 0.542 / 0.0486 / 0.526
global route: 0.573 / 0.0530 / 0.528
CTS: 0.549 / 0.0488 / 0.526
area by class of cell:
cell class | instances | share of cell area, %
clock buffers | 17 | 5.86
clock inverters | 15 | 2.45
inverters | 10 | 0.517
multi-input cells | 283 | 34.3
flip-flops and latches | 121 | 49.0
well taps | 270 | 4.66
repair buffers | 25 | 3.21
how the worst min path moves through the flow:
| stage | slack (ns) | endpoint | from |
|---|---|---|---|
| CTS | 0.48 | STATE[4] | STATE[4] |
| finish | 0.49 | STATE[4] | STATE[4] |
| global route | 0.52 | STATE[4] | STATE[4] |
logic make-up after synthesis:
group,synth area share [%]
simple gates,14.5
flops,57.2
mux,17.7
buf+inv,2.90
compound gates,3.34
fa+ha+maj,3.22
xor+xnor,1.13
Power figures rest on the tool's default switching activity, not on a simulated workload.
